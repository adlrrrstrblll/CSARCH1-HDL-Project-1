File: flow/run.sh
#!/bin/bash
# OpenROAD 26Q1-2900-gdf79404cd8, Yosys 0.63+post, stock flow scripts
make -C /OpenROAD-flow-scripts/flow DESIGN_CONFIG=/design/flow/config.mk WORK_HOME=/design/flow/orfs finish
File: flow/config.mk
export PLATFORM = sky130hd
export DESIGN_NAME = OddUpDownCounter
export DESIGN_NICKNAME = OddUpDownCounter
export VERILOG_FILES = /design/flow/design.v
export SDC_FILE = /design/flow/constraint.sdc
export NUM_CORES = 4
export LEC_CHECK = 1
export CORE_AREA = 10 10 70 70
export DIE_AREA = 0 0 80 80
File: flow/constraint.sdc
current_design OddUpDownCounter

set clk_period 1.2
set clk_io_pct 0.2

create_clock -name clk0 -period $clk_period [get_ports {clk}]

set non_clock_inputs [all_inputs -no_clocks]
set_input_delay [expr $clk_period * $clk_io_pct] -clock clk0 $non_clock_inputs
set_output_delay [expr $clk_period * $clk_io_pct] -clock clk0 [all_outputs]
File: flow/design.v
module OddUpDownCounter(
    input clk,
    input reset,
    input Y,
    output reg [3:0] out
);
always @(posedge clk or negedge reset) begin
    if (!reset) begin
        out <= 4'b0001;  
    end
    else begin
        if (Y) begin
            case(out)
                4'b0001: out <= 4'b0011;
                4'b0011: out <= 4'b0101;
                4'b0101: out <= 4'b0111;
                4'b0111: out <= 4'b1001;
                4'b1001: out <= 4'b1011;
                4'b1011: out <= 4'b1101;
                4'b1101: out <= 4'b1111;
                4'b1111: out <= 4'b0001;
                default: out <= 4'b0001;
            endcase
        end
        else begin
            case(out)
                4'b1111: out <= 4'b1101;
                4'b1101: out <= 4'b1011;
                4'b1011: out <= 4'b1001;
                4'b1001: out <= 4'b0111;
                4'b0111: out <= 4'b0101;
                4'b0101: out <= 4'b0011;
                4'b0011: out <= 4'b0001;
                4'b0001: out <= 4'b1111;
                default: out <= 4'b1111;
            endcase
        end
    end
end
endmodule
==> flow_metrics.env <==
# implementation run metrics
export IMPL_layoutNonFillerInstCount=75
export IMPL_maxUsedRoutingLayer="met3"
export IMPL_crit_fanout=3
export IMPL_ant_nets=0
export IMPL_cp_end_kind="flip-flop"
export IMPL_warning_count=30
export IMPL_holdWs_ns=0.193
export IMPL_clock_latency_ns=0.23
export IMPL_n_antenna_cell=0
export IMPL_maxCapViolCount=0
export IMPL_grt_pass1_vias=179
export IMPL_vdd_ir_drop_max_uv=286
export IMPL_largest_registers="out x3"
export IMPL_wl_met1_um=229
export IMPL_power_mw=0.591
export IMPL_grt_max_degree=5
export IMPL_largest_reg_flops=3
export IMPL_chipWidth_um=80
export IMPL_grt_ovfl_total=0
export IMPL_largest_register="out"
export IMPL_grt_use_total_pct=1.92
export IMPL_drtIter0Drc=12
export IMPL_numCtsBuffers=3
export IMPL_postSynthCellCount=16
export IMPL_yosys_cells=16
export IMPL_status="complete, but fails checks"
export IMPL_core_area_um2=3420
export IMPL_start_kind="flip-flop"
export IMPL_fp_util_pct=5.46
export IMPL_p_per_area_nw_per_um2=1570
export IMPL_post_route_period_util_pct=109
export IMPL_wl_met2_um=176
export IMPL_h_tree_depth=1
export IMPL_synth_avg_cell_area_um2=11.7
export IMPL_worstHoldPathType="in2async"
export IMPL_slew_viol_final=0
export IMPL_cts_tree="yes"
export IMPL_fin_tns_setup_ns=-0.197
export IMPL_dp_cells=66
export IMPL_clock_path_buffers=2
export IMPL_synth_seq_area_share_pct=40.3
export IMPL_hpwlAfterDp_um=355
export IMPL_setup_violations=2
export IMPL_max_freq_mhz=761
export IMPL_violations="setup timing"
export IMPL_cts_sinks=3
export IMPL_fp_row_count=21
export IMPL_die_h_um=80
export IMPL_setup_slack_ns=-0.114
export IMPL_root_buffer="clkbuf_4"
export IMPL_io_pins=7
export IMPL_rsz0062_at_grt="true"
export IMPL_fin_worst_skew_ns=0.00105
export IMPL_cp_required_ns=1.29
export IMPL_routedWlPerCell_um=7.00
export IMPL_vias_per_cell=2.04
export IMPL_clkTransAtPathRegs_ns=0.04
export IMPL_gp_congestion=0.641
export IMPL_drc=0
export IMPL_synth_cell_type_count=7
export IMPL_routed_wl_um=525
export IMPL_netlist_area_um2=186
export IMPL_area_growth_pct=101
export IMPL_worstSetupPathType="reg2reg"
export IMPL_fin_util_pct=11.0
export IMPL_drt_first_pass_iters=4
export IMPL_p_leak_nw=0.158
export IMPL_worstPathArrival_ns=1.41
export IMPL_period_minus_slack_ns=1.31
export IMPL_dieArea_um2=6400
export IMPL_synth_flops=3
export IMPL_grt_pass1_wl_um=903
export IMPL_antenna_found_initial=0
export IMPL_yosys_area_um2=186
export IMPL_hold_buffers=0
export IMPL_portBuffers=5
export IMPL_yosysWarningCount=1
export IMPL_vias=153
export IMPL_hold_viol_final=0
export IMPL_final_layout_size_suffix_gt1_share_pct=51.7
export IMPL_wl_met3_um=119
==> routing by layer <==
metal  vias to the layer above  GRT usage [%]
met4                         0          0.704
met5                         -              0
met1                        73           2.00
li1                         70              -
met3                         0           2.95
met2                        10           1.85
==> synthesized netlist by cell type <==
master / count / area share (%)
conb_1: 1 / 2.0
inv_1: 5 / 10
mux4_2: 1 / 12
ha_1: 4 / 27
xnor2_1: 1 / 4.7
dfrtp_1: 3 / 40
buf_4: 1 / 4.0
==> worst max-delay path: stages, from the launching register on <==
cell and delay [ns]:
dfrtp_2 0.42, buf_6 0.12, inv_4 0.05, ha_4 0.11, inv_2 0.02, mux4_2 0.44
==> path summary, 6_finish.rpt <==
kind,startpoint,end,slack [ns],depth (start not counted)
setup / recovery,out[1],out[3],-0.11,5
setup reg to reg,out[1],out[3],-0.11,5
min in group clk0,out[1],out[1],0.57,2
hold / removal,reset,out[2],0.19,1
max in group asynchronous,reset,out[1],0.85,1
hold reg to reg,out[1],out[1],0.57,2
==> metrics by stage <==
| step | area (um2) | setup slack, ns |
|---|---|---|
| 5_1_grt | 375 | -0.161 |
| 2_1_floorplan | 186 | 0.0166 |
| 3_5_place_dp | 287 | -0.0927 |
| 3_3_place_gp | 287 | -0.0502 |
| 6_report | 375 | -0.114 |
| 4_1_cts | 367 | -0.100 |
==> layout by cell type, fill, tap and decap left out, drive strengths merged <==
master,netlist,final
clkbuf,0,4
ha,4,4
xnor2,1,1
buf,1,5
inv,5,5
dfrtp,3,3
conb,1,1
dlygate4sd2,0,3
mux4,1,1
clkdlybuf4s50,0,2
==> what timing repair did <==
item | 4_1_cts | 5_1_grt
resized | 12 | 1
setup endpoints to repair | 4 | 2
pin swaps | 1 | 0
buffers inserted | 4 | 1
cloned | 0 | 0
==> cells by family after synthesis <==
| logic type | Yosys count | share of synthesized area [%] |
|---|---|---|
| other cells | 1 | 2.01 |
| buf+inv | 6 | 14.1 |
| xor+xnor | 1 | 4.70 |
| flops | 3 | 40.3 |
| fa+ha+maj | 4 | 26.8 |
| mux | 1 | 12.1 |
==> area by class of cell <==
type | count | area (um2)
fill | 396 | 3040
multi-input combinational | 7 | 103
timing repair buffer | 10 | 91.3
sequential | 3 | 76.3
tap | 46 | 57.6
clock buffer | 4 | 26.3
inverter | 5 | 21.3
==> where the power goes <==
group          switching (mW)  internal [mW]  leakage, nW  total, mW
registers              0.0320          0.137       0.0363      0.169
logic                  0.0811          0.164        0.107      0.245
clock network          0.0515          0.125       0.0150      0.176
Power and IR drop assume default switching activity.
