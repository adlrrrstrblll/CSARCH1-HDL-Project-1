==> /design/flow/design.v <==
module AStrA(Q, Y, clk, rst);
    output reg [3:0] Q;
    input Y, clk, rst;
    parameter S0 = 4'b0001;   
    parameter S1 = 4'b0011;   
    parameter S2 = 4'b0101;   
    parameter S3 = 4'b0111;   
    parameter S4 = 4'b1001;   
    parameter S5 = 4'b1011;   
    parameter S6 = 4'b1101;   
    parameter S7 = 4'b1111;   
    reg [3:0] next_state;
    always @(posedge clk, negedge rst) 
    begin
        if (rst == 0) 
            Q <= S0;   
        else 
            Q <= next_state;
    end
    always @(Q, Y) 
    begin
        case(Q)
            S0: if(Y == 1) next_state = S1; else next_state = S7;   
            S1: if(Y == 1) next_state = S2; else next_state = S0;   
            S2: if(Y == 1) next_state = S3; else next_state = S1;   
            S3: if(Y == 1) next_state = S4; else next_state = S2;   
            S4: if(Y == 1) next_state = S5; else next_state = S3;   
            S5: if(Y == 1) next_state = S6; else next_state = S4;   
            S6: if(Y == 1) next_state = S7; else next_state = S5;   
            S7: if(Y == 1) next_state = S0; else next_state = S6;   
        endcase
    end
endmodule
==> /design/flow/run.sh <==
#!/bin/bash
# OpenROAD 26Q1-2900-gdf79404cd8, Yosys 0.63+post, stock flow scripts
make -C /OpenROAD-flow-scripts/flow DESIGN_CONFIG=/design/flow/config.mk WORK_HOME=/design/flow/orfs finish
==> /design/flow/config.mk <==
export PLATFORM = sky130hd
export DESIGN_NAME = AStrA
export DESIGN_NICKNAME = AStrA
export VERILOG_FILES = /design/flow/design.v
export SDC_FILE = /design/flow/constraint.sdc
export NUM_CORES = 4
export LEC_CHECK = 1
export CORE_AREA = 10 10 70 70
export DIE_AREA = 0 0 80 80
==> /design/flow/constraint.sdc <==
current_design AStrA

set clk_period 1.8
set clk_io_pct 0.2

create_clock -name clk0 -period $clk_period [get_ports {clk}]

set non_clock_inputs [all_inputs -no_clocks]
set_input_delay [expr $clk_period * $clk_io_pct] -clock clk0 $non_clock_inputs
set_output_delay [expr $clk_period * $clk_io_pct] -clock clk0 [all_outputs]
==> results.rst <==
Physical design figures
=======================

.. list-table::
   :header-rows: 1

   * - Metric
     - Value
   * - DRC violations left
     - 0
   * - Combinational gate area
     - 56.3 sq um
   * - Bufs on Longest Clock Path
     - 2
   * - Placed Area
     - between 200 and 300 sq um
   * - Registers, synthesis
     - 6
   * - Setup crit start kind
     - input pin
   * - Standard cell with the maximum stage delay on the critical path
     - clkdlybuf4s50_1
   * - Tool warning count
     - 25
   * - Clock tree from TritonCTS
     - yes
   * - Core Util at FP
     - 5.27%
   * - Final cell area excluding filler cells
     - 314 sq um
   * - Detail-routed via count per cell
     - between 1 and 1.5
   * - Register area
     - between 100 and 150 sq um
   * - Outcome
     - completed
   * - DPL Wire Length
     - around 270 um
   * - Remaining global-route overflow
     - 0
   * - R2R setup slack
     - 560 ps
   * - Hold Worst Slack
     - about 310 ps
   * - Routability congestion estimate from global placement
     - between 0.7 and 0.8
   * - Hold bufs inserted after CTS
     - 0
   * - First-pass GRT wire length
     - between 600 and 700 um
   * - Pwr dens
     - ~670 mW/mm^2
   * - Total via count after detailed routing
     - 107
   * - Filler cells
     - roughly 400
   * - Worst reg-to-reg path cell count
     - 4
   * - Top-level port count
     - 7
   * - Total iterations of the first detailed-routing run
     - 2
   * - Summed instance area of the synthesized netlist
     - 180 sq um
   * - GR peak layer
     - met3
   * - Final Routed Wirelength
     - about 350 um
   * - Number of diodes
     - 0
   * - Highest-count logic cell in the final layout
     - clkdlybuf4s50_1
   * - Most numerous logic cells after layout
     - 5 x clkdlybuf4s50_1, 4 x conb_1
   * - Leakage power
     - roughly 0.13 nW
   * - Total clock buffers created by CTS
     - 3
   * - Met2 global-route usage
     - roughly 1.4%
   * - Unrepaired setup endpoints after global routing
     - false
   * - Synthesis Warnings
     - 1
   * - Data arrival, critical path
     - approximately 1600 ps
   * - Met3 GRT Util
     - 2.27%
   * - Floorplan Core Area
     - 0.00342 sq mm
   * - Count of endpoints without a timing constraint
     - 3
   * - H-tree depth
     - 1
   * - Placed Cells incl. Taps
     - approximately 68
   * - Worst ir drop on vdd
     - between 0.07 and 0.08 mV
   * - Distinct cell type count of the synthesized netlist
     - 9
   * - All-Layer GR Usage
     - roughly 1.3%
   * - Buffers and inverters on the worst path
     - 1
   * - Endpoint required time on the critical path
     - ~2000 ps
   * - Final tally of max-slew violations
     - 0
   * - Cell count after synthesis
     - 16
   * - Initial antenna violation count
     - 0
   * - Vias in the first global route
     - approximately 130
   * - Number of rows created at floorplan
     - 21
   * - Total die area
     - 0.00640 sq mm
   * - Number of logic stages on the critical path including buffering
     - 5
   * - Final Non-Filler Cells
     - about 70
   * - Number of register pins that no clock reaches
     - 3
   * - Largest net degree at the start of global routing
     - 5
   * - Element type at the critical path end
     - register
   * - Post-CTS setup buffer count
     - 0
   * - Met1 Usage GRT
     - between 1 and 1.5%
   * - Proportion of layout cells with a drive suffix above 1
     - between 10 and 15%
   * - Area of the synthesized netlist per yosys stat
     - ~180 sq um
   * - Final critical-path share of the clock period
     - between 80% and 90%
   * - Clk root buf
     - clkbuf_4
   * - Clock edge transition at the registers on the reported setup and hold paths
     - ~40 ps
   * - Worst slack at placement
     - roughly 130 ps
   * - Vertical die dimension
     - approximately 80 um
   * - Setup CP Type
     - input pin to register
   * - Area growth from synthesis to layout
     - 74.3%
   * - Post-Route Setup TNS
     - 0 ps
   * - Die boundary width
     - 80 um
   * - Max-cap violations
     - 0
   * - # resized after CTS
     - 0
   * - Peak fanout along the critical path
     - 3
   * - Fmax
     - a little under 700 MHz
   * - Final tally of setup violations
     - 0
   * - Slowest Stage Delay on Critical Path
     - ~450 ps
   * - Capturing point of the worst reg2reg path
     - Q[3]
   * - Worst-case setup margin in the final layout
     - between 300 and 400 ps
   * - Starting DRC count in detailed routing
     - 2
   * - Yosys stat cell total
     - 16
   * - R2r startpoint
     - Q[2]
   * - Count of buffers from port buffering
     - 5
   * - Post-DR wirelength/cell
     - 4.83 um
   * - Kind of cell with the highest combined delay on the critical path
     - buffers and inverters
   * - Type of the most critical hold path
     - input pin to asynchronous set/reset pin
   * - Number of hold-slack violations in the final timing report
     - 0
   * - Minimum period implied by the final worst setup slack
     - roughly 1500 ps
   * - Cell-by-cell listing of the critical path
     - clkdlybuf4s50_1 > and3_1 > nor2_1 > xnor2_1 > dlxtn_1
   * - Count of nets left with antenna violations after detail routing
     - 0
   * - Mean instance size in the synthesized netlist
     - 11.3 sq um
layer usage:
layer	routed length [um]	share of wire, %	up-vias
li1	-	-	63
met1	153	44	36
met2	101	29	8
met3	94	27	0
met4	0	0	0
met5	0	0	-
flip-flops by register name, summed over array words and instances, names as in the netlist:
| register | flops |
|---|---|
| next_state | 3 |
| Q | 3 |
power breakdown:
group	internal (W)	switching, W	total [W]
sequential	0.0000757	0.00000222	0.0000779
clock	0.0000829	0.0000321	0.000115
combinational	0.0000120	0.00000640	0.0000184
total	0.000171	0.0000408	0.000211
cell families (layout without fill, tap and decap cells):
group	after synthesis	in the layout	synth area share, %
buffers and inverters	2	10	6.25
flip-flops	3	3	41.7
XOR/XNOR	3	3	14.6
AND/OR/NAND/NOR	3	3	8.33
other	2	4	4.17
latches	3	3	25.0
worst max path at each step:
| stage | start | end | slack, ps |
|---|---|---|---|
| CTS | Q[1] | Q[1] | 320 |
| global route | Y | Q[3] | 270 |
| finish | Y | Q[3] | 350 |
area by class of cell:
type                            instances  area share [%]
Sequential cell                         6            38.2
Tap cell                               46            18.3
Clock buffer                            4            8.37
Multi-Input combinational cell         10            17.9
Timing Repair Buffer                    5            15.9
Inverter                                1            1.20
cells in the mapped netlist:
master   count  share of area, %
conb_1       2               4.2
dfrtp_1      3                42
and3_1       1               3.5
nor2_1       1               2.1
nor3_1       1               2.8
dlxtn_1      3                25
xnor2_1      3                15
buf_4        1               4.2
inv_1        1               2.1
per-stage QoR:
step | power (W) | util, %
finish | 0.000211 | 9.19
global route | 0.000227 | 9.19
CTS | 0.000220 | 9.19
global placement | 0.0000971 | 8.42
detailed placement | 0.0000974 | 8.42
floorplan | 0.0000870 | -
Power is estimated from default activity; no workload was simulated.
